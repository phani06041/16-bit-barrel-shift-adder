==> flow/design.v <==
module invert (input wire i, output wire o);
  assign o = !i;
endmodule
module and2 (input wire i0, i1, output wire o);
  assign o = i0 & i1;
endmodule
module or2 (input wire i0, i1, output wire o);
  assign o = i0 | i1;
endmodule
module or3 (input wire i0, i1, i2, output wire o);
  wire t;
  or2 or2_0 (i0, i1, t);
  or2 or2_1 (i2, t, o);
endmodule
module xor2 (input wire i0, i1, output wire o);
  assign o = i0 ^ i1;
endmodule
module xor3 (input wire i0, i1, i2, output wire o);
  wire t;
  xor2 xor2_0 (i0, i1, t);
  xor2 xor2_1 (i2, t, o);
endmodule
module mux2 (input wire i0, i1, j, output wire o);
  assign o = (j==0)?i0:i1;
endmodule
module df (input wire clk, in, output wire out);
  reg df_out;
  always@(posedge clk) df_out <= in;
  assign out = df_out;
endmodule
module dfr (input wire clk, reset, in, output wire out);
  wire reset_, df_in;
  invert invert_0 (reset, reset_);
  and2 and2_0 (in, reset_, df_in);
  df df_0 (clk, df_in, out);
endmodule
module dfrl (input wire clk, reset, load, in, output wire out);
wire _in;
  mux2 mux2_0(out, in, load, _in);
  dfr dfr_1(clk, reset, _in, out);
endmodule
module fulladder (input wire i0, i1, cin, output wire sum, cout);  
wire t0, t1, t2;
  xor3 _i0 (i0, i1, cin, sum);
  and2 _i1 (i0, i1, t0);
  and2 _i2 (i1, cin, t1);
  and2 _i3 (cin, i0, t2);
  or3 _i4 (t0, t1, t2, cout);
endmodule
module shift_ff(input wire clk, reset, shift, prev_dff, d_in, output wire q);
  mux2 m(d_in, prev_dff, shift, in);  
  dfrl ff(clk, reset, 1'b1, in, q);
endmodule
module shift_register(input wire clk, reset, load, input wire [15:0] in, 
                      output wire out_bit, output wire [15:0] contents);
wire shift;  
wire intermediate[14:0]; 
  invert n1 (load, shift);
  shift_ff d1(clk, reset, shift, 1'b0, in[15], intermediate[14]);
  shift_ff d2(clk, reset, shift, intermediate[14], in[14], intermediate[13]);
  shift_ff d3(clk, reset, shift, intermediate[13], in[13], intermediate[12]);
  shift_ff d4(clk, reset, shift, intermediate[12], in[12], intermediate[11]);
  shift_ff d5(clk, reset, shift, intermediate[11], in[11], intermediate[10]);
  shift_ff d6(clk, reset, shift, intermediate[10], in[10], intermediate[9]);
  shift_ff d7(clk, reset, shift, intermediate[9], in[9], intermediate[8]);
  shift_ff d8(clk, reset, shift, intermediate[8], in[8], intermediate[7]);
  shift_ff d9(clk, reset, shift, intermediate[7], in[7], intermediate[6]);
  shift_ff d10(clk, reset, shift, intermediate[6], in[6], intermediate[5]);
  shift_ff d11(clk, reset, shift, intermediate[5], in[5], intermediate[4]);
  shift_ff d12(clk, reset, shift, intermediate[4], in[4], intermediate[3]);
  shift_ff d13(clk, reset, shift, intermediate[3], in[3], intermediate[2]);
  shift_ff d14(clk, reset, shift, intermediate[2], in[2], intermediate[1]);
  shift_ff d15(clk, reset, shift, intermediate[1], in[1], intermediate[0]);
  shift_ff d16(clk, reset, shift, intermediate[0], in[0], out_bit);
  assign contents = {intermediate[14], intermediate[13], intermediate[12], intermediate[11], intermediate[10], intermediate[9], 
                     intermediate[8], intermediate[7], intermediate[6], intermediate[5], intermediate[4], intermediate[3], 
                     intermediate[2], intermediate[1], intermediate[0], out_bit};
endmodule
module shift_resgister_out(input wire clk, reset, in1, output wire [15:0] sum);
wire intermediate[14:0];  
  dfrl d1(clk, reset, 1'b1, in1, intermediate[14]);
  dfrl d2(clk, reset, 1'b1, intermediate[14], intermediate[13]);
  dfrl d3(clk, reset, 1'b1, intermediate[13], intermediate[12]);
  dfrl d4(clk, reset, 1'b1, intermediate[12], intermediate[11]);
  dfrl d5(clk, reset, 1'b1, intermediate[11], intermediate[10]);
  dfrl d6(clk, reset, 1'b1, intermediate[10], intermediate[9]);
  dfrl d7(clk, reset, 1'b1, intermediate[9], intermediate[8]);
  dfrl d8(clk, reset, 1'b1, intermediate[8], intermediate[7]);
  dfrl d9(clk, reset, 1'b1, intermediate[7], intermediate[6]);
  dfrl d10(clk, reset, 1'b1, intermediate[6], intermediate[5]);
  dfrl d11(clk, reset, 1'b1, intermediate[5], intermediate[4]);
  dfrl d12(clk, reset, 1'b1, intermediate[4], intermediate[3]);
  dfrl d13(clk, reset, 1'b1, intermediate[3], intermediate[2]);
  dfrl d14(clk, reset, 1'b1, intermediate[2], intermediate[1]);
  dfrl d15(clk, reset, 1'b1, intermediate[1], intermediate[0]);
  assign sum = {in1, intermediate[14], intermediate[13], intermediate[12], intermediate[11], intermediate[10],
                intermediate[9], intermediate[8], intermediate[7], intermediate[6], intermediate[5], 
                intermediate[4], intermediate[3], intermediate[2], intermediate[1], intermediate[0]};
endmodule
module shift_adder (input wire clk, reset, load, input wire [15:0] a, b, 
                    output wire [15:0] contents_a, contents_b, op, output wire carry);
  wire t1, t2, fa_out, cin, cout;
  shift_register a0(clk, reset, load, a, t1, contents_a);
  shift_register b0(clk, reset, load, b, t2, contents_b);
  fulladder fa(t1, t2, cin, fa_out, cout);
  dfrl carry_hold(clk, reset, 1'b1, cout, cin);  
  shift_resgister_out ans(clk, reset, fa_out, op);
  assign carry = cout;
endmodule
==> flow/run.sh <==
#!/bin/bash
# OpenROAD 26Q1-2900-gdf79404cd8, Yosys 0.63+post, stock flow scripts
make -C /OpenROAD-flow-scripts/flow DESIGN_CONFIG=/design/flow/config.mk WORK_HOME=/design/flow/orfs finish
==> flow/config.mk <==
export PLATFORM = sky130hd
export DESIGN_NAME = shift_adder
export DESIGN_NICKNAME = shift_adder
export VERILOG_FILES = /design/flow/design.v
export SDC_FILE = /design/flow/constraint.sdc
export NUM_CORES = 4
export LEC_CHECK = 1
export CORE_UTILIZATION = 30
==> flow/constraint.sdc <==
current_design shift_adder

set clk_period 1.1
set clk_io_pct 0.2

create_clock -name clk0 -period $clk_period [get_ports {clk}]

set non_clock_inputs [all_inputs -no_clocks]
set_input_delay [expr $clk_period * $clk_io_pct] -clock clk0 $non_clock_inputs
set_output_delay [expr $clk_period * $clk_io_pct] -clock clk0 [all_outputs]
==> README.md <==
| Parameter | This run | Unit |
|---|---|---|
| Launch point of the critical path | carry_hold.dfr_1.df_0.df_out | - |
| Largest area contributor in the netlist | dfxtp_1 | - |
| Post-Syn Instances | 184 | - |
| Number of warnings in the stage logs | 28 | - |
| Area of the chip | 6890 | um2 |
| Violated checks | negative setup slack | - |
| HPWL after DPL | 2450 | um |
| Post-layout period usage | 136 | % |
| TritonCTS clock tree | yes | - |
| Post-layout worst setup margin | -0.398 | ns |
| Number of instances in the placed design | 292 | - |
| Highest net fanout along the worst path | 2 | - |
| Cell variety after synth | 12 | - |
| Share of layout cells above drive strength 1 | 30.1 | % |
| Worst clock skew on the final layout | 0.00887 | ns |
| Clock sinks | 48 | - |
| Worst stage delay on the critical path | 0.56 | ns |
| Highest achievable clock rate | 668 | MHz |
| Wirelength per Cell | 11.2 | um |
| Synth Register Bits | 48 | - |
| Tally of yosys warning messages | 4 | - |
| Maximum number of pins on one net before global-route repair | 32 | - |
| Number of inserted filler cells in the final layout | 607 | - |
| DR vias/cell | 3.96 | - |
| NetSw | 0.000762 | W |
| Number of hold buffers added after cts | 0 | - |
| Initial Utilization | 31.0 | % |
| Chip area in the Yosys report | 1970 | um2 |
| Initial antenna violation count | 0 | - |
| Hold wc startpoint | reset | - |
| Grt met2 use | 16.1 | % |
| Seq. cell area | 1020 | um2 |
| Startpoint type of the worst setup path | register | - |
| Commonest cells in the synthesized netlist | buf_4, dfxtp_1, mux2i_1, nor2_1, nor2b_1 | - |
| Internal power summed over all cells | 0.00303 | W |
| Series of cell instances along the critical path | fa_2, buf_2 | - |
| Number of synthesized flops with an enable pin | 0 | - |
| Count of routing violations after the opening detailed-route iteration | 12 | - |
| Growth of design area from synthesis to finish | 37.9 | % |
| Final Critical Period | 1.50 | ns |
| Number of buffers inserted by port buffering | 83 | - |
| Clock network fraction of design power | 40.0 | % |
| Setup Viol. Count Final | 2 | - |
| Clock Pin Slew Worst Setup and Hold Paths | 0.09 | ns |
| Comb gate area | 557 | um2 |
| Endpoint class of the critical path | output port | - |
| Via count | 1201 | - |
| Sequential fraction of design power | 49.0 | % |
| Final Routed Wirelength | 3400 | um |
| Endpoint arrival time on the critical path | 1.28 | ns |
| DRT Pass-1 Iters | 3 | - |
| Fraction of the yosys area taken by sequential cells | 48.8 | % |
| # Cells Yosys | 184 | - |
| Number of cell rows | 29 | - |
| Max-capacitance violation count | 0 | - |
| Cell area after synthesis | 1970 | um2 |
| Area of the core region | 6350 | um2 |
| Top area cell types | dfxtp_1, buf_4, mux2i_1, nor2_1, nor2b_1 | - |
| Synthesized area divided by synthesized cell count | 10.7 | um2 |
| Switching share of power | 20.1 | % |
| Worst Path Required | 0.88 | ns |
| Global-route track usage on met3 | 2.72 | % |
| Gr usage total | 10.4 | % |
| Portion of total power attributed to combinational logic | 11.0 | % |
| Global-route wire length before repair | 5710 | um |
| Power per Cell Area | 1400 | nW/um2 |
| Number of routed nets with antenna violations | 0 | - |
| RSZ-0062 raised after global routing | yes | - |
| Insertion delay to the later sink of the worst-skew pair | 0.30 | ns |
| Cell with the largest stage delay on the worst path | fa_2 | - |
| Kind of path behind the tightest hold check | primary input to register | - |
| GR met1 Demand/Resource | 15.6 | % |
| Area share of the largest cell type after synthesis | 48.8 | % |
| Maximum VDD drop | 930 | uV |
| Number of remaining DRC errors | 0 | - |
| GRT Residual Overflow | 0 | - |
| Worst hold slack | 0.279 | ns |
| Number of global-route vias before repair | 1175 | - |
| Synth Flop Type | dfxtp_1 | - |
| TritonCTS buffer count | 5 | - |
| Crit path kind | register to output port | - |
| Chip width | 83.0 | um |
| Reg-to-reg startpoint | carry_hold.dfr_1.df_0.df_out | - |
| GRT Max-Usage Layer | met2 | - |
| Leakage component of the power | 1.24 | nW |
| Filler-free cell count of the finished design | 303 | - |
| Result of the run | finished with violations | - |
| H-tree Lvls | 2 | - |
| N_diodes | 0 | - |
| Clock root buffer | clkbuf_8 | - |
| Final hold violation count | 0 | - |
| Share of synthesized registers carrying an async set or reset | 0 | % |
| Chip height | 83.0 | um |
| # IOs | 84 | - |
| Relative slew slack | 83.3 | % |
| Util after Layout | 42.8 | % |
| Final estimated routing congestion in global placement | 0.710 | - |
| Worst-margin pin slew | 0.243 | ns |
| Number of buffers between clock root and the deepest sink | 2 | - |
| Number of max-slew violations in the final report | 0 | - |
==> cell usage in the layout, fill, tap and decap left out <==
master	instances
fa_2	1
nor2_1	30
bufinv_16	2
and2b_1	3
nor2b_1	13
dlygate4sd2_1	12
dfxtp_2	47
mux2i_1	30
dfxtp_1	1
buf_4	4
clkbuf_8	5
buf_2	4
buf_12	4
and3b_1	2
inv_6	1
clkdlybuf4s15_1	35
clkdlybuf4s50_1	32
==> layer usage <==
layer  share of wire (%)  wire [um]
met3                 7.4        252
met1                  46       1580
met4                 1.3         43
met2                  45       1520
met5                   0          0
==> layout make-up <==
type / count / area share (%)
flip-flops and latches: 48 / 37.5
clock buffers: 5 / 2.53
repair buffers: 91 / 33.3
multi-input cells: 79 / 20.5
well taps: 77 / 3.55
clock inverters: 3 / 2.53
==> worst max-delay path: cells and delay by family, from the launching register on <==
family,cells,cell delay (ns)
adder cells (fa/ha/maj),1,0.56
buffers and inverters,1,0.09
flip-flops,1,0.34
==> path summary, 6_finish.rpt <==
kind / endpoint / slack [ns] / cells past startpoint
max: op[15] / -0.40 / 2
min: ans.d12.dfr_1.df_0.df_out / 0.28 / 3
max reg2reg: ans.d1.dfr_1.df_0.df_out / 0.04 / 2
min reg2reg: ans.d12.dfr_1.df_0.df_out / 0.45 / 1
==> per-stage QoR <==
stage                     instance area (um2)  total power, W  TNS (ns)  setup WS [ns]
after global routing                     2720         0.00400    -0.732         -0.452
after detailed placement                 2520         0.00234    -0.673         -0.424
after global placement                   2520         0.00234    -0.659         -0.413
final                                    2720         0.00379    -0.630         -0.398
after floorplan                          1970         0.00214   -0.0399        -0.0399
after CTS                                2680         0.00387    -0.688         -0.425
==> cells by family (layout without fill, tap and decap cells) <==
logic type | count (synthesis) | after routing | share of synthesized area [%]
buf+inv | 57 | 99 | 23.1
flops | 48 | 48 | 48.8
simple gates | 48 | 48 | 11.9
mux | 30 | 30 | 15.2
fa+ha+maj | 1 | 1 | 1.02
==> power by group through the flow <==
stage	sequential, W	combinational, W	clock [W]
after CTS	0.00186	0.000417	0.00159
after global routing	0.00187	0.000463	0.00166
final	0.00186	0.000417	0.00152
==> what timing repair did <==
action                                  4_1_cts  5_1_grt
setup buffers                                 2        1
pin swaps                                     1        1
gates resized                               114       22
endpoints found under the setup margin       49       25
Power figures rest on the tool's default switching activity, not on a simulated workload.
